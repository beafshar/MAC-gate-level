## run.sh

```bash
#!/bin/bash
# OpenROAD 26Q1-2900-gdf79404cd8, Yosys 0.63+post, stock flow scripts
make -C /OpenROAD-flow-scripts/flow DESIGN_CONFIG=/design/flow/config.mk WORK_HOME=/design/flow/orfs finish
```

## config.mk

```make
export PLATFORM = sky130hd
export DESIGN_NAME = complexmult4to4CU
export DESIGN_NICKNAME = complexmult4to4CU
export VERILOG_FILES = /design/flow/design.v
export SDC_FILE = /design/flow/constraint.sdc
export NUM_CORES = 4
export LEC_CHECK = 1
export CORE_AREA = 10 10 70 70
export DIE_AREA = 0 0 80 80
```

## constraint.sdc

```tcl
current_design complexmult4to4CU

set clk_period 2.2
set clk_io_pct 0.2

create_clock -name clk0 -period $clk_period [get_ports {clk}]

set non_clock_inputs [all_inputs -no_clocks]
set_input_delay [expr $clk_period * $clk_io_pct] -clock clk0 $non_clock_inputs
set_output_delay [expr $clk_period * $clk_io_pct] -clock clk0 [all_outputs]
```

## design.v

```verilog
module complexmult4to4DP(input[7:0] a, b, input init_rst, sela, selb, sel2,rst, clk, ld, ldout, ldu, ldd, mult_start,
		output[15:0] out, output mult_ready);
	wire [7:0] a_out, b_out, mult_out, twos_out, mux_out, add_out, temp_out;
	wire [3:0] mux_aout, mux_bout;
	wire cout;
	reg8bit areg(clk, rst, ld, a, a_out);
	reg8bit breg(clk, rst, ld, b, b_out);
	mux4bit2to1 amux(a_out[3:0], a_out[7:4], sela, mux_aout);
	mux4bit2to1 bmux(b_out[3:0], b_out[7:4], selb, mux_bout);
	multiplier4b mu(.out(mult_out), .ready(mult_ready) , .a(mux_aout), .b(mux_bout), .start(mult_start)
		, .clk(clk), .init_rst(init_rst));
	twosComplement twosc(mult_out, twos_out);
	mux8bit2to1 mux8bit(twos_out, mult_out, sel2, mux_out);
	adder8bit adder(mux_out, temp_out, add_out, cout);
	reg8bit reg_out(clk, rst, ld_out, add_out, temp_out);
	reg16bit reg_out16(clk, rst, ldu, ldd, temp_out,  out);
endmodule
module complexmult4to4CU(input start, clk, mult_ready, output reg sela, selb, sel2,rst, ld, ldout, ldu, ldd,init_rst, ready, mult_start);
	reg[3:0] ns, ps;
	always @(ps, start)begin
		ns = 3'b 000;
		{sela, selb, sel2,rst, ld, ldout, ldu, ldd, ready, mult_start,init_rst} = 11'b 00000000000;
		case(ps)
			4'b 0000: begin ns = start? 4'b 0001: 3'b 0000; ready = 1'b 1; end
			4'b 0001: begin ns = 4'b 0010; rst = 1'b 1; end
			4'b 0010: begin ns = 4'b 0011; ld = 1'b 1; init_rst = 1'b 1; end
			4'b 0011: begin ns = 4'b 0100; {sela, selb, sel2, ldout, mult_start} = 5'b 11011; end
			4'b 0100: begin ns = mult_ready? 4'b 0101: 4'b 0100; end
			4'b 0101: begin ns = 4'b 0110; {sela, selb, sel2, ldout, mult_start} = 5'b 00111; end
			4'b 0110: begin ns = mult_ready? 4'b 0111: 4'b 0110; end
			4'b 0111: begin ns = 4'b 1000; {sela, selb, sel2, ldu, ldout, mult_start} = 6'b 100111; end
			4'b 1000: begin ns = mult_ready? 4'b 1001: 4'b 1000; end
			4'b 1001: begin ns = 4'b 1010; {sela, selb, sel2, ldout, mult_start} = 5'b 01011; end
			4'b 1010:begin ns = mult_ready? 4'b 1011: 4'b 1010; end
			4'b 1011: begin ns = 4'b 0000; ldd = 1'b 1; end
		endcase
	end
	always @(posedge clk) begin
		ps <= ns;
	end
endmodule
module complexmult4to4(input clk, start, input[7:0] a, b, output ready, output[15:0] out);
	wire sela, selb, sel2,rst, ld, ldout, ldu, ldd, mult_start, mult_ready, init_rst;
	complexmult4to4DP dp(a, b,init_rst,sela, selb, sel2,rst, clk, ld, ldout, ldu, ldd, mult_start, out, mult_ready);
	complexmult4to4CU cu(start, clk,mult_ready,sela, selb, sel2,rst, ld, ldout, ldu, ldd,init_rst, ready, mult_start);
endmodule
module complexmultiplierTB();
	reg [7:0] a, b;
	reg clk;
	reg start;
	wire [15:0] out;
	wire finish;
	complexmult4to4 mult8b(clk, start,a, b,  finish, out);
	always @(*) begin
		repeat(5000)
			#5 clk = ~clk;
	end
	initial begin
		clk = 0;
		start = 0;
		a = 8'b0110_0111;
		b = 8'b0101_0011;
		#20 start = 1;
		#20 start = 0;
	end
endmodule
```

==> run notes <==
The run finished with clean final reports. The capture instance of the worst register-to-register path is ps[0]$_DFF_P_. The run gives 0 for the overall overflow remaining after global route. The logs give 82.6 um^2 for the register area and 21 for the number of placement rows.

The first global-routing pass estimated 1100 um of wire. The transition time recorded at the tightest slew-check pin is 0.375 ns. The number of cells on the worst hold path was 1.

A synthesized cell averages 8.12 um^2. For the sequential fraction of the synthesis area, the log shows 26.7%. RePlAce ended its routability-driven mode at a weighted congestion of 0.782.

In the synthesis report, Yosys lists the chip area as 300 um^2. For the global routing usage summed across all routing layers, the log shows 2.18%. Detailed routing inserted a total of 272 vias. For this run, the detailed router reports a per-instance via density of 2.92. Count of unresolved DRC violations after routing: 0. The run gives 13 for the count of buffers from port buffering. The count of synthesis-stage warnings from yosys came out at 1. The synthesized instance count is 37. The run gives 92.7% for the share of the cycle needed by the critical path after routing.

The wire length recorded after detailed routing is 707 um. Setup repair after global routing left no endpoint under its margin. The final non-filler cell total is 93. The clock drives 4 sinks. The number of antenna violations at the first check in global routing was 0. The synthesis stat section lists a flop and latch total of 4. For the worst-case vdd ir drop, the log shows 0.215 mV. The combinational cell area excluding buffers and inverters is 184 um^2.

The run gives 19.1% for the fraction of final layout cells with drive strength greater than 1. The tools report the clock root buffer as clkbuf_4. Counting tap cells, the placed design contains a total of 90 instances.

Ranked by flip-flop count, first place goes to ps. The report puts the cell count of the worst reg-to-reg path at 2. The largest registers in the layout are ps x4.

According to the floorplan report, the placeable core area is 3420 um^2. The run reported a max-capacitance violation count of 0. The tools report the kind of capture point of the worst setup path as an output pin. After the first detailed-routing iteration, the DRC count stood at 7.

The die is 80 um wide. After legalization and detailed placement, the total HPWL measured 583 um. The flip-flop count of the largest register, all copies and words added is 4, and the number of global-route vias before repair is 251. For the count of fill cells added during filler insertion, the log shows 393. For reference, the most critical setup path is categorized as flip-flop to output pin.

The logs give 1 for the count of H-tree levels built during CTS and 0 ns for the setup TNS. The worst register-to-register path has a setup slack of 1.22 ns. Ratio of total power to cell area: 1330 nW/um^2. The number of slew-limit violations in the final report was 0; the number of nets still failing antenna checks after routing was 0. The run gives 14 for the number of top-level pins. The critical path maximum fanout is 10. The run gives 2 for the maximum buffer depth of the clock tree.

The number of distinct library cells after synthesis was 20; the post-synthesis instance area was 300 um^2. For the number of antenna repair diodes, the log shows 0. In the hold report, the worst path ends at ps[2]$_DFF_P_. The number of warnings in the stage logs was 25; the area added between synthesis and finish was 58.7%.

First-pass iteration count of the detailed router: 4. STA lists the startpoint of the worst register-to-register path as ps[2]$_DFF_P_. STA classifies the critical path startpoint as a flip-flop. Data on the critical path arrives at its endpoint at 1.60 ns.

The die covers 6400 um^2. The final critical-path required period was 2.04 ns; the total clock buffers created by CTS was 3. The share of the core area taken by cells at floorplan is 8.79%. Timing would allow up to 491 MHz.

Hold-check failures listed in the final report amount to 0. Measured against its own limit, the worst slew margin works out to 75.0%. The routed length per instance is 7.60 um. TritonCTS built the clock tree. The tools report the leakage component of the power as 0.000161 uW. On the worst setup and hold paths after CTS, the clock-pin slew comes to 0.04 ns. Looking at hold timing, the worst path starts from ps[3]$_DFF_P_.

The final report lists the setup-violating endpoint count as 0. Between clock sinks in the finished design, the worst skew comes to 0.00474 ns. The tools report the required time reported for the critical path endpoint as 1.76 ns. The vertical die size works out to 80 um. The post-synthesis cell count from yosys was 37.

Entering global routing, the biggest net connects 12 pins. The clock insertion delay at the later pin of the skew report was 0.23 ns. The worst min-delay path class is flip-flop to flip-flop.

The tools report the hold-fix buffer count after cts as 0.
through the flow:
stage / area (um^2) / power (uW) / hold WS [ns] / utilization, % / worst slack (ns)
floorplan: 300 / 401 / 0.508 / - / 0.760
global placement: 447 / 546 / 0.560 / 13.1 / 0.289
detailed placement: 447 / 544 / 0.565 / 13.1 / 0.256
CTS: 474 / 647 / 0.582 / 13.9 / 0.0677
global route: 477 / 699 / 0.549 / 14.0 / 0.0307
finish: 477 / 632 / 0.517 / 14.0 / 0.162
cells in the mapped netlist:
cell type | instances | area share (%)
nor2_1 | 6 | 7.5
dfxtp_1 | 4 | 27
buf_2 | 3 | 5.0
nand2b_1 | 3 | 6.3
xnor2_1 | 3 | 8.8
a21oi_1 | 2 | 3.3
buf_4 | 2 | 5.0
nor3b_1 | 2 | 5.0
a21bo_2 | 1 | 3.3
and3_1 | 1 | 2.1
buf_6 | 1 | 3.7
mux2i_1 | 1 | 3.3
nand2_1 | 1 | 1.2
nand3b_1 | 1 | 2.5
nor3_1 | 1 | 1.7
o21ai_0 | 1 | 1.7
o32ai_2 | 1 | 5.4
or2_4 | 1 | 2.9
or2b_1 | 1 | 2.5
or3_1 | 1 | 2.1
timing repair:
| action | CTS | global route |
|---|---|---|
| gates resized | 1 | 2 |
| buffers inserted | 0 | 0 |
| endpoints found under the setup margin | 1 | 2 |
| cloned | 0 | 0 |
| endpoints found under the hold margin | 0 | 0 |
cell type report:
type                            instances  area share [%]
Sequential cell                         4            17.3
Tap cell                               46            12.1
Multi-Input combinational cell         27            38.6
Timing Repair Buffer                   13            27.3
Clock buffer                            3            4.72
report_power, final:
| part | switching [uW] | internal, uW | leakage, uW | total [uW] |
|---|---|---|---|---|
| Sequential | 79.6 | 111 | 0.0000339 | 190 |
| Combinational | 98.2 | 255 | 0.000113 | 353 |
| Clock | 27.5 | 60.8 | 0.0000138 | 88.3 |
how the worst max path moves through the flow:
stage / slack [ns] / depth (start not counted) / startpoint / to
5_1_grt: 0.03 / 3 / ps[2]$_DFF_P_ / init_rst
4_1_cts: 0.07 / 3 / ps[3]$_DFF_P_ / init_rst
6_report: 0.16 / 3 / ps[2]$_DFF_P_ / init_rst
routing by layer:
| layer | GRT usage [%] | part of all wire (%) | vias to the layer above | wire length [um] |
|---|---|---|---|---|
| met2 | 2.81 | 39 | 14 | 274 |
| met3 | 2.16 | 21 | 2 | 146 |
| met5 | 0 | 0 | - | 0 |
| met1 | 2.39 | 40 | 116 | 281 |
| li1 | - | - | 140 | - |
| met4 | 0.704 | 0.71 | 0 | 5 |
cells in the final DEF (no fill, tap or decap):
| master | netlist | final |
|---|---|---|
| or3_1 | 1 | 1 |
| nand2_1 | 1 | 1 |
| nor3b_2 | 0 | 1 |
| o21ai_0 | 1 | 1 |
| nor3_1 | 1 | 1 |
| clkdlybuf4s50_1 | 0 | 13 |
| nor3b_1 | 2 | 1 |
| or2_4 | 1 | 1 |
| or2b_1 | 1 | 1 |
| nor2_1 | 6 | 6 |
| a21oi_1 | 2 | 2 |
| xnor2_1 | 3 | 3 |
| nand3b_1 | 1 | 1 |
| nand2b_1 | 3 | 3 |
| o32ai_2 | 1 | 1 |
| clkbuf_4 | 0 | 3 |
| dfxtp_1 | 4 | 2 |
| mux2i_1 | 1 | 1 |
| dfxtp_2 | 0 | 2 |
| a21bo_2 | 1 | 1 |
| and3_1 | 1 | 1 |
critical path: stages (launching register included):
cell and delay [ns]:
dfxtp_1 0.37, or2_4 0.28, nor3b_2 0.21, clkdlybuf4s50_1 0.51
cell families after synthesis:
logic type	count (synthesis)	synth area share, %
AOI/OAI and AO/OA	5	13.8
xor gates and xnor gates	3	8.75
buffers and inverters	6	13.7
DFF	4	26.7
muxes	1	3.33
and+or+nand+nor	18	33.8
No activity file was given, so power comes from the tool's default toggle rates.
