**/design/flow/run.sh**
```bash
#!/bin/bash
# OpenROAD 26Q1-2900-gdf79404cd8, Yosys 0.63+post, stock flow scripts
make -C /OpenROAD-flow-scripts/flow DESIGN_CONFIG=/design/flow/config.mk WORK_HOME=/design/flow/orfs finish
```
**/design/flow/config.mk**
```make
export PLATFORM = sky130hd
export DESIGN_NAME = adder8bit1
export DESIGN_NICKNAME = adder8bit1
export VERILOG_FILES = /design/flow/design.v
export SDC_FILE = /design/flow/constraint.sdc
export NUM_CORES = 4
export LEC_CHECK = 1
export CORE_AREA = 10 10 70 70
export DIE_AREA = 0 0 80 80
```
**/design/flow/constraint.sdc**
```tcl
current_design adder8bit1

set clk_period 5.1
set clk_io_pct 0.2

create_clock -name clk0 -period $clk_period

set non_clock_inputs [all_inputs -no_clocks]
set_input_delay [expr $clk_period * $clk_io_pct] -clock clk0 $non_clock_inputs
set_output_delay [expr $clk_period * $clk_io_pct] -clock clk0 [all_outputs]
```
**/design/flow/design.v**
```verilog
`timescale 1ns/1ns
module adder_1(input a, b, ci, output s, co);
  wire i, j, k;
  XOR xor1(i, a, b);
  XOR xor2(s, i, ci);
  AND and1(j, a, b);
  AND and2(k, i, ci);
  OR or1(co, j, k);
endmodule
module adder8bit(input [7:0]a, input [7:0]b, output [7:0]s);
  supply0 Gnd;
  wire [7:0]co;
  adder_1 add1(a[0], b[0], Gnd, s[0], co[0]);
  genvar i;
  generate 
        for (i = 1; i < 8; i = i + 1) begin: add
            adder_1 add2(a[i], b[i], co[i-1], s[i], co[i]);
        end
  endgenerate
endmodule
module FA(output w, co, input a, b, ci);
    wire tmp_xor;
    wire [1:0] tmp_and;
    xor(tmp_xor, a, b);
    xor(w, tmp_xor, ci);
    and(tmp_and[0], tmp_xor, ci);
    and(tmp_and[1], a, b);
    or(co, tmp_and[0], tmp_and[1]);
endmodule
module adder8bit1(input[7:0] a, b, output[7:0] w, output co);
    wire [6:0] c;
    supply0 zero;
    FA fa0(w[0], c[0], a[0], b[0], zero);
    genvar i;
    generate 
        for (i = 1; i < 7; i = i + 1) begin: adderw
            FA fa(w[i], c[i], a[i], b[i], c[i-1]);
        end
    endgenerate
    FA fa7(w[7], co, a[7], b[7], c[6]);
endmodule
module adder10bit(input[9:0] a, b, output[9:0] w, output co);
	wire [8:0] c;
    	supply0 zero;
    	FA fa0(w[0], c[0], a[0], b[0], zero);
    	genvar i;
    	generate for (i = 1; i < 9; i = i + 1) begin: adderw
            FA fa(w[i], c[i], a[i], b[i], c[i-1]);
        end
    endgenerate
    FA fa9(w[9], co, a[9], b[9], c[8]);
endmodule
```
==> out/metrics.yaml <==
finalHoldViolCount: 0
tightest_slew_ps: 99.5
p_leak_nw: 0.185
lay_top_cells: "clkdlybuf4s50_1 (18), fa_2 (7), inv_1 (3)"
ys_types: 4
wl_um: 744
layout_top_cell: "clkdlybuf4s50_1"
drcViolationCount: 0
worstSetupEndpointType: "output port"
ys_area_um2: 231
cp_top_family: "adder cells"
cp_num_cells: 11
fillCellCount: 399
vias_per_cell: 2.27
critical_path_buf_inv_count: 4
maxSlewViolCount: 0
ys_cells: 21
cpPeakStageDelay_ps: 420
drt_iter0_markers: 0
vdd_drop_max_uv: 28.5
postCtsHoldBufs: 0
wl_per_cell_um: 8.86
crit_top_cell: "fa_2"
slew_headroom_pct: 93.3
maxCapViolations: 0
grt.overflow.total: 0
critPathSlowestCell: "fa_2"
area_growth_pct: 118
antenna_found_initial: 0
setup-tns-final_ps: 0
grt_max_degree: 2
path_cells: "clkdlybuf4s15_1, fa_2, fa_2, fa_2, fa_2, fa_2, fa_2, inv_2, fa_2, inv_2, buf_2"
critical_path_required_ps: 4080
place_ws_ps: -905
io_pins: 25
ys_warn_count: 0
grt_use_met1_pct: 2.95
syn_area_per_cell_um2: 11.0
crit_fanout: 1
n_antenna_cell: 0
fp_util_pct: 6.78
postLayoutCellArea_um2: 504
flops: 0
synthCells: 21
crit_type: "in2out"
die_w_um: 80
seq_area_um2: 0
drive_gt1_share_pct: 34.2
core_area_um2: 3420
clock_buffers: 0
drt_pre_antenna_iters: 1
setup_viol: 0
min_path_type: "in2out"
powerDensity_nw_per_um2: 95.8
placed_cell_area_um2: 479
first_global_vias: 234
gp_routability_congestion: 0.811
ys_seq_share_pct: 0
fin_ws_ps: 132
start_kind: "input pin"
num_vias: 191
warning_count: 33
dieArea_um2: 6400
row_count: 21
layout_min_cycle_time_ps: 4970
track_usage_pct: 2.14
max_clock_freq_mhz: 201
dp_hpwl_um: 710
rsz0062_at_grt: "no"
syn-cell-area_um2: 231
hold_path_depth: 3
ant_nets: 0
chipHeight_um: 80
use_met3_pct: 1.36
arrival_ps: 3950
holdWs_ps: 2680
use_met2_pct: 2.89
cts_setup_buffers: 0
outcome: "completed"
grt_pass1_wl_um: 1100
top_usage_layer: "met1"
portBuffers: 25
period_used_pct: 97.4
==> cell type report <==
class	instances	area, um^2	area share (%)
Tap cell	46	57.6	11.4
Multi-Input combinational cell	8	183	36.2
Timing Repair Buffer	25	245	48.6
Inverter	5	18.8	3.72
==> worst paths after layout <==
check	startpoint	endpoint	slack (ps)
setup / recovery	a[1]	w[7]	130
hold / removal	a[0]	w[0]	2680
==> metal layers <==
layer,up-vias,wire (um),share of wire [%]
li1,85,-,-
met1,83,346,47
met2,23,248,33
met3,0,150,20
met4,0,0,0
met5,-,0,0
==> cells by family after synthesis <==
kind of cell / share of synthesized area (%)
adders and majority gates: 65.9
buffers and inverters: 34.1
==> repair_timing <==
action / CTS / global route
resized: 26 / 2
setup endpoints to repair: 4 / 2
endpoints found under the hold margin: 0 / 0
pin swaps: 8 / 7
==> power by group <==
group          internal, mW  switching (mW)  leakage [nW]  total [mW]
logic                0.0347          0.0136         0.185      0.0483
clock network             0               0             0           0
registers                 0               0             0           0
==> stage by stage <==
stage	power, mW	cells	utilization, %
after detailed placement	0.0497	84	14.0
after global routing	0.0552	84	14.8
after global placement	0.0497	84	14.0
final	0.0483	84	14.8
after floorplan	0.0232	21	-
after CTS	0.0498	84	14.7
==> cell usage after synthesis, drive strengths merged <==
cell	instances	area, um^2
inv	5	18.8
fa	7	140
ha	1	12.5
buf	8	60.1
Power and IR drop assume default switching activity.
